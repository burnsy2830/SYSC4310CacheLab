## ./config.mk

```make
export PLATFORM = sky130hd
export DESIGN_NAME = cache
export DESIGN_NICKNAME = cache
export VERILOG_FILES = /design/flow/design.v
export SDC_FILE = /design/flow/constraint.sdc
export NUM_CORES = 4
export LEC_CHECK = 1
export CORE_UTILIZATION = 30
export SYNTH_HDL_FRONTEND = slang
```

## ./constraint.sdc

```tcl
current_design cache

set clk_period 2.6
set clk_io_pct 0.2

create_clock -name clk0 -period $clk_period [get_ports {clk}]

set non_clock_inputs [all_inputs -no_clocks]
set_input_delay [expr $clk_period * $clk_io_pct] -clock clk0 $non_clock_inputs
set_output_delay [expr $clk_period * $clk_io_pct] -clock clk0 [all_outputs]
```

## ./run.sh

```bash
#!/bin/bash
# OpenROAD 26Q1-2900-gdf79404cd8, Yosys 0.63+post, stock flow scripts
make -C /OpenROAD-flow-scripts/flow DESIGN_CONFIG=/design/flow/config.mk WORK_HOME=/design/flow/orfs finish
```

## ./design.v

```verilog
module cache (
  input clk, 
  input rst,
  input logic proc_read_req,           
  input logic proc_write_req,          
  input [9:0] proc_address,            
  input [7:0] proc_write_data,         
  output reg [31:0] cache_read_data,    
  output reg cache_read_ready,         
  output reg cache_write_ready         
);
parameter cache_size = 256;  
parameter cache_index_size = 3;  
parameter word_offset_size = 2;  
parameter cache_tag_size = 5;  
reg [cache_size-1:0] cache [7:0];       
reg [cache_tag_size-1:0] cache_tags [0:7];   
reg [2**cache_index_size-1:0] valid_bits;    
reg [word_offset_size-1:0] word_offset;   
reg [cache_index_size-1:0] cache_index;
reg [cache_tag_size-1:0] cache_tag;
integer i;  
typedef enum logic [2:0] {
  IDLE_STATE,
  CHECK_TAG_STATE,
  READ_HIT_STATE,
  READ_MISS_STATE,
  WRITE_HIT_STATE,
  WRITE_MISS_STATE,
  WAIT_FOR_MEM
} STATE;
STATE current_state, next_state;
logic readMemory;   
logic writeMemory;  
reg [31:0] mem_read_data;   
logic memoryRR;            
logic memoryWR;            
reg [9:0] sendAddress;     
reg [7:0] sedproc_data;    
Memory ram (
  .clk(clk),
  .rst(rst),
  .cache_read_req_to_mem(readMemory),    
  .cache_write_req_to_mem(writeMemory),  
  .AddressBus(sendAddress),              
  .dInputBus(sedproc_data),              
  .dOutputBus(mem_read_data),            
  .memoryRR(memoryRR),
  .memoryWR(memoryWR)
);
always @(posedge clk or posedge rst) begin
  if (rst) begin
    current_state <= IDLE_STATE;
    valid_bits <= 8'b00000000;
    for (i = 0; i < 8; i++) begin
      cache[i] <= 8'b00000000;        
      cache_tags[i] <= 5'b00000;     
    end
  end else begin
    current_state <= next_state;       
  end
end
always @(*) begin
  cache_read_data = 8'b0;          
  cache_read_ready = 0;            
  cache_write_ready = 0;           
  readMemory = 0;                  
  writeMemory = 0;
  next_state = current_state;      
  case (current_state)
    IDLE_STATE: begin
      if (proc_read_req || proc_write_req) begin
        next_state = CHECK_TAG_STATE;
      end
    end
    CHECK_TAG_STATE: begin
      cache_index = proc_address[5:3];      
      word_offset = proc_address[2:1];      
      cache_tag = proc_address[9:5];        
      if (valid_bits[cache_index] && (cache_tags[cache_index] == cache_tag)) begin  
        if (proc_read_req) begin
          next_state = READ_HIT_STATE;
        end else if (proc_write_req) begin
          next_state = WRITE_HIT_STATE;
        end
      end else begin
        if (proc_read_req) begin
          next_state = READ_MISS_STATE;
        end else if (proc_write_req) begin
          next_state = WRITE_MISS_STATE;
        end
      end
    end
    READ_HIT_STATE: begin
      cache_read_data = cache[cache_index];  
      cache_read_ready = 1;
      next_state = IDLE_STATE;
    end
    WRITE_HIT_STATE: begin
      cache[cache_index][(word_offset * 8) +: 8] = proc_write_data;   
      writeMemory = 1;
      sendAddress = {cache_tag, cache_index, word_offset};  
      sedproc_data = proc_write_data;
      cache_write_ready = 1;
      next_state = IDLE_STATE;
    end
    READ_MISS_STATE: begin
      readMemory = 1;
      sendAddress = {cache_tag, cache_index, word_offset};  
      next_state = WAIT_FOR_MEM;
    end
    WRITE_MISS_STATE: begin
      writeMemory = 1;
      sendAddress = {cache_tag, cache_index, word_offset};  
      sedproc_data = proc_write_data;
      next_state = WAIT_FOR_MEM;
    end
    WAIT_FOR_MEM: begin
      if (memoryRR) begin
        cache[cache_index] = mem_read_data;   
        valid_bits[cache_index] = 1;                                 
        cache_read_data = cache[cache_index];                             
        cache_read_ready = 1;
        memoryRR = 0; 
        next_state = IDLE_STATE;
      end else if (memoryWR) begin
        memoryWR = 0; 
        next_state = IDLE_STATE;
      end
    end
  endcase
end
endmodule
module Memory (
  input logic clk,
  input logic rst,
  input logic cache_read_req_to_mem,
  input logic cache_write_req_to_mem,
  input [9:0] AddressBus,
  input [7:0] dInputBus,
  output reg [31:0] dOutputBus,  
  output logic memoryRR,
  output logic memoryWR
);
  reg [7:0] mem [0:1023];  
  integer i;   
  always @(posedge clk) begin
    if (rst) begin
      for (i = 0; i < 1024; i = i + 1) begin
        mem[i] <= 8'b00000000; 
      end
      memoryRR <= 0;
      memoryWR <= 0;
    end else begin
      if (cache_read_req_to_mem) begin
        dOutputBus <= {mem[AddressBus], mem[AddressBus+1], mem[AddressBus+2], mem[AddressBus+3]};
        memoryRR <= 1;   
      end else begin
        memoryRR <= 0;   
      end
      if (cache_write_req_to_mem) begin
        {mem[AddressBus], mem[AddressBus+1], mem[AddressBus+2], mem[AddressBus+3]} <= dInputBus;
        memoryWR <= 1;   
      end else begin
        memoryWR <= 0;   
      end
    end
  end
endmodule
```

==> flow_summary.json <==
{
  "top_area_cell": "dlxtp_1",
  "gp_congestion": 0.8474,
  "antenna_found_initial": 0,
  "ys_ff": 265,
  "crit_arrival_ns": 1.96,
  "dp_slack_ns": 0.3343,
  "fmax_mhz": 403.1,
  "dp.cells": 1057,
  "worst_pin_slew_ns": 0.8745,
  "unclocked_regs": 261,
  "fp_util_pct": 30.78,
  "dp_hpwl_mm": 12.93,
  "cts_root_buf": "clkbuf_16",
  "placementRows": 55,
  "netlist_instances": 719,
  "via_count": 5269,
  "vias_per_cell": 4.961,
  "clock_skew_ns": 0.002203,
  "io_pins": 56,
  "grt_usage_pct": 16.84,
  "cts_buffers": 3,
  "outcome": "finished clean",
  "finalPower_uw": 368.6,
  "warnings": 34,
  "fin_tns_setup_ns": 0,
  "most_common_cell": "dlxtp_1",
  "rr_startpoint": "current_state[2]",
  "async_flop_share_pct": 1.509,
  "die-height_um": 155.1,
  "hp-class": "in2async",
  "worstPathMaxFanout": 16,
  "clk-insertion-delay-late_ns": 0.22,
  "cap_violations": 0,
  "slew_headroom_pct": 41.70,
  "untimed_endpoints": 261,
  "pwr_density_cell_nw_per_um2": 46.41,
  "top_cells_by_area": "dlxtp_1, mux2i_1, a222oi_1",
  "first_pass_iters": 6,
  "reg2reg_depth": 2,
  "ir_worst_vdd_uv": 272.7,
  "worst_slack_ns": 0.1190,
  "die_x_um": 155.1,
  "post_cts_buffers": 0,
  "hold_viol_final": 0,
  "ys_area_um2": 7033,
  "hold-worst-slack_ns": 0.4791,
  "stdcell_count": 1062,
  "drt_iter0_drc": 309,
  "syn_area_um2": 7033,
  "crit_path_end_kind": "output port",
  "final_layout_size_suffix_gt1_share_pct": 7.888,
  "grt_first_pass_wirelength_mm": 30.14,
  "setup_viol": 0,
  "routed_wl_mm": 19.58,
  "grt_max_degree": 79,
  "final_area_um2": 7944,
  "coreArea_um2": 22850,
  "fin_crit_ns": 2.481,
  "placement.io_buffers": 50,
  "top_cell_area_share_pct": 55.74,
  "clk_pin_slew_ns": 0.03,
  "wl_per_cell_um": 18.44,
  "ant_nets": 0,
  "worstSetupStartpointType": "flop",
  "r2r_slack_ns": 1.48,
  "critPathRequiredTime_ns": 2.08,
  "finalCritPeriodShare_pct": 95.42,
  "cts_max_level": 1,
  "synth.avg_cell_area_um2": 9.782,
  "place_area_um2": 7856,
  "edf_count": 0,
  "flop_cell": "dlxtp_1",
  "synthTopCellsByCount": "dlxtp_1, o21ai_0, nand2_1",
  "p_leak_nw": 3.203,
  "regToRegEndpoint": "current_state[0]",
  "final_core_util_pct": 34.77,
  "yosys_warnings": 48,
  "cts_tree": "done",
  "first_global_vias": 4951,
  "syn2layout_area_growth_pct": 12.95,
  "rsz0062_at_grt": "false",
  "yosys-stat-cells": 719,
  "path_class": "reg2out",
  "postCtsHoldBufs": 0,
  "ys_types": 41,
  "chipArea_um2": 24060,
  "drc": 0,
  "drv_slew": 0,
  "clockBufferDepth": 2,
  "overflow": 0
}
==> worst max-delay path, stage by stage (launching register included) <==
cell and delay [ns]:
dfrtp_1 0.52, buf_4 0.32, o21ai_0 0.13, o221ai_1 0.24, clkdlybuf4s50_1 0.51
==> cell usage in the layout, fill, tap and decap left out, drive strengths merged, types with 2 or more instances in the layout <==
cell type | Yosys | routed
dlxtp | 261 | 261
clkdlybuf4s50 | 0 | 50
o21ai | 42 | 42
nand2 | 36 | 36
and2 | 29 | 29
buf | 37 | 28
and3 | 25 | 25
nor2b | 24 | 24
nor2 | 23 | 23
mux2i | 23 | 23
nor3b | 23 | 23
o22ai | 21 | 21
a22oi | 21 | 21
a222oi | 21 | 21
o221ai | 21 | 21
a21bo | 21 | 21
inv | 14 | 14
nor3 | 13 | 13
o31a | 10 | 10
o32ai | 9 | 9
ha | 5 | 5
nand2b | 4 | 4
clkbuf | 16 | 4
dfrtp | 3 | 3
mux2 | 2 | 2
nand3b | 2 | 2
o2bb2ai | 2 | 2
and2b | 2 | 2
==> report_power, final <==
| part | leakage, nW | internal, mW | total, mW | switching (mW) |
|---|---|---|---|---|
| Combinational | 1.21 | 0.0235 | 0.0507 | 0.0272 |
| Sequential | 1.95 | 0.0697 | 0.0697 | 0 |
| Clock | 0.0382 | 0.203 | 0.248 | 0.0455 |
| Total | 3.20 | 0.296 | 0.369 | 0.0727 |
==> cell type report <==
cell class | count | area, um2
multi-input cells | 387 | 2688
fillers | 2330 | 14900
clock buffers | 4 | 78.83
repair buffers | 78 | 710.7
diodes | 1 | 2.502
well taps | 313 | 391.6
flip-flops and latches | 265 | 4020
inverters | 14 | 52.55
==> metal layers <==
metal / routed length (um) / track usage [%] / up-vias
li1: - / - / 2609
met1: 9216 / 26.40 / 2498
met2: 8951 / 26.10 / 151
met3: 1161 / 2.043 / 11
met4: 253 / 2.357 / 0
met5: 0 / 0 / -
==> sequential cells by signal, summed over array words and instances (netlist names), named ones only <==
name / count
cache: 256
cache_index: 3
current_state: 3
word_offset: 2
==> cell families after synthesis <==
logic type / Yosys count / synth area share (%)
fa+ha+maj: 5 / 0.8895
latches: 261 / 55.74
compound gates: 170 / 18.54
mux: 25 / 3.594
buf+inv: 67 / 4.714
simple gates: 187 / 15.10
flops: 4 / 1.441
==> how the worst max path moves through the flow <==
stage,depth (start not counted),endpoint,slack (ns),start
4_1_cts,5,cache_read_data[9],0.1,current_state[2]
5_1_grt,4,cache_read_data[2],0.04,current_state[2]
6_report,4,cache_read_data[29],0.12,current_state[2]
==> timing repair <==
action / CTS / global route
gates resized: 0 / 1
endpoints found under the setup margin: 0 / 1
endpoints found under the hold margin: 0 / 0
Power and IR drop assume default switching activity.
